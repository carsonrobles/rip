$ cat design/flow/config.mk
export PLATFORM = sky130hd
export DESIGN_NAME = sync_fifo
export DESIGN_NICKNAME = sync_fifo
export VERILOG_FILES = /design/flow/design.v
export SDC_FILE = /design/flow/constraint.sdc
export NUM_CORES = 4
export LEC_CHECK = 1
export CORE_UTILIZATION = 40
$ cat design/flow/constraint.sdc
current_design sync_fifo

set clk_period 9.1
set clk_io_pct 0.2

create_clock -name clk0 -period $clk_period [get_ports {clk_i}]

set non_clock_inputs [all_inputs -no_clocks]
set_input_delay [expr $clk_period * $clk_io_pct] -clock clk0 $non_clock_inputs
set_output_delay [expr $clk_period * $clk_io_pct] -clock clk0 [all_outputs]
$ cat design/flow/run.sh
#!/bin/bash
# OpenROAD 26Q1-2900-gdf79404cd8, Yosys 0.63+post, stock flow scripts
make -C /OpenROAD-flow-scripts/flow DESIGN_CONFIG=/design/flow/config.mk WORK_HOME=/design/flow/orfs finish
$ cat design/flow/design.v
package uart_pkg;
  parameter bit UART_START_BIT = 1'b0;
  parameter bit UART_STOP_BIT  = 1'b1;
endpackage
module sync_fifo #(
  parameter  int WIDTH = 32,
  parameter  int DEPTH = 8,
  localparam int  PTR_WIDTH = $clog2(DEPTH)
) (
  input              clk_i,
  input              rst_ni,
  input              push_i,
  output             full_o,
  input  [WIDTH-1:0] data_i,
  input              pop_i,
  output             empty_o,
  output [WIDTH-1:0] data_o
);
  wire wr = push_i;
  wire rd = pop_i;
  logic [PTR_WIDTH:0] wr_ptr;
  logic [PTR_WIDTH:0] rd_ptr;
  always_ff @(posedge clk_i) begin
    if (~rst_ni) wr_ptr <= '0;
    else if (wr) wr_ptr <= wr_ptr + 1;
  end
  always_ff @(posedge clk_i) begin
    if (~rst_ni) rd_ptr <= '0;
    else if (rd) rd_ptr <= rd_ptr + 1;
  end
  wire ptr_cmp = (wr_ptr[PTR_WIDTH-1:0] == rd_ptr[PTR_WIDTH-1:0]);
  assign full_o  = ptr_cmp & (wr_ptr[PTR_WIDTH] != rd_ptr[PTR_WIDTH]);
  assign empty_o = ptr_cmp & (wr_ptr[PTR_WIDTH] == rd_ptr[PTR_WIDTH]);
  logic [WIDTH-1:0] mem [DEPTH];
  always_ff @(posedge clk_i) begin
    if (wr)
      mem[wr_ptr[PTR_WIDTH-1:0]] <= data_i;
  end
  assign data_o = mem[rd_ptr[PTR_WIDTH-1:0]];
endmodule
==> impl_metrics.yaml <==
# implementation run metrics
die:
  core_um2: 25180
  die_width_um: 162.3
  ioPinCount: 70
  die_h_um: 162.3
  fp-row-count: 58
  floorplanUtilization_pct: 40.80
  die-area_um2: 26330
sta:
  hold_violations: 0
  post-route-period-util_pct: 55.31
  whs_ns: 0.5151
  finalMaxSlewViolations: 0
  setup_viol: 0
  final.min_clock_period_ns: 5.034
  final.setup.tns_ns: 0
  setup_slack_ns: 4.066
  max_slew_margin_pct: 47.49
  worst_pin_slew_ns: 0.7876
  rsz0062_at_grt: "no"
  skew_ns: 0.005674
  max_freq_mhz: 198.7
worst_setup_path:
  cp_slowest_cell: "buf_4"
  critPathRequiredTime_ns: 7.28
  cp_cell_sequence: "buf_4 > mux4_1 > mux2_2 > clkdlybuf4s50_1"
  end_kind: "output port"
  slowest_delay_ns: 0.72
  crit_arrival_ns: 3.21
  critPathLaunchType: "flop"
  path_max_fanout: 44
  path_class: "flop to output port"
clocking:
  cts.clk_slew.worst_paths_ns: 0.06
  ctsHtreeMaxLevel: 1
  postCtsHoldBufs: 0
  clockBufferDepth: 3
  clk_latency_ns: 0.52
  cts_sinks: 267
  post_cts_buffers: 0
  cts_resized: 0
  ctsRootBufferMaster: "clkbuf_16"
  cts_inserted_buffers: 28
  cts_tree: "done"
drt:
  dr_total_vias: 4468
  routedWlPerCell_um: 20.84
  postRouteAntennaNets: 0
  drtIter0Drc: 234
  vias_per_cell: 5.142
  routed_wirelength_mm: 18.11
  dr.pass1.iters: 4
  drc: 0
  n_antenna_cell: 0
logic_synthesis:
  ys_cells: 426
  ys_area_um2: 10270
  synth.distinct_cells: 24
  ys.flops: 267
  synth.area.top_cells: "edfxtp_1 75%, mux4_1 10%, mux4_2 5.3%, mux2_2 3.5%, dfxtp_1 2.1%"
  syn-mean-instance-area_um2: 24.12
  ys_seq_share_pct: 76.96
  yosysWarningCount: 1
  async_flop_share_pct: 0
  edf_count: 256
  yosysTopAreaCell: "edfxtp_1"
  ys.flop_type: "edfxtp_1"
  synth_area_um2: 10270
  top_cell_area_share_pct: 74.82
  synth_cells: 426
  yosysMostFrequentCell: "edfxtp_1"
  yosys-top-cells-count: "256 x edfxtp_1, 40 x mux4_1, 32 x mux2_2"
global_route:
  grt_first_pass_wirelength_mm: 28.16
  grt-ovfl-total: 0
  grt_pass1_vias: 5013
  grt_usage_pct: 15.85
  grt_start_max_net_pins: 55
  antenna_found_initial: 1
power_and_ir_drop:
  clkPwrFrac_pct: 43.0
  p_int_mw: 2.275
  vdd_drop_max_v: 0.0001508
  combPwrFrac_pct: 7.3
  leakage_nw: 3.941
  p_switching_uw: 528.3
  p_sw_share_pct: 18.85
  seqPwrFrac_pct: 49.7
  cellPowerDensity_nw_per_um2: 226.1
final_layout:
  drive_above_1_share_pct: 22.26
  final_area_um2: 12400
  syn2layout_area_growth_pct: 20.64
hold_path:
  worstHoldPathType: "flop to flop"
place:
  place_ws_ns: 4.531
  hpwl_mm: 9.481
  port_buffers: 69
  placed_cell_area_um2: 11390
  place.gp.congestion: 0.7320
flow_run:
  maxCapViolCount: 0
  openroad.warnings: 25
outcome:
  status: "completed"
[routing by layer]
metal  global-route usage [%]  vias to the layer above  wire (um)
met3                    10.16                       25       2452
met5                        0                        -         13
met2                    23.23                      226       8578
met4                    2.616                        2        259
met1                    21.77                     2207       6808
li1                         -                     2008          -
[placed cells by master (no fill, tap or decap), types with 7 or more instances in the layout]
master             n
clkdlybuf4s50_1   69
edfxtp_1         256
buf_4             12
clkbuf_16         29
dfxtp_1            8
mux4_2            24
xnor2_1            7
mux4_1            40
clkbuf_1           9
mux2_2            32
[power groups by stage]
stage	clock [mW]	sequential (mW)	combinational, mW
CTS	1.23	1.39	0.211
global route	1.28	1.40	0.224
finish	1.21	1.39	0.204
[metrics by stage]
step	total power, mW	instances	util [%]
detailed placement	1.628	817	45.25
floorplan	1.522	426	-
global route	2.900	869	49.22
global placement	1.625	817	45.25
finish	2.803	869	49.22
CTS	2.836	869	49.22
[area by class of cell]
type | count | area [um2]
fillers | 1944 | 12790
flip-flops and latches | 267 | 7914
multi-input cells | 139 | 2287
clock buffers | 40 | 787.0
repair buffers | 81 | 780.7
well taps | 330 | 412.9
clock inverters | 12 | 214.0
[flip-flops by register name, summed over array words and instances (netlist names), named ones only]
signal	cells
mem	256
rd_ptr	4
wr_ptr	4
[critical path, delay by kind of cell, from the launching register on]
kind / cells / cell delay (ns)
buffers and inverters: 2 / 1.18
muxes: 2 / 0.90
DFF: 1 / 0.58
[final timing paths]
path	start	end	slack (ns)	depth (start not counted)
worst max-delay path	flop	data_o[16]	4.07	4
worst min-delay path	wr_ptr[3]	wr_ptr[3]	0.52	2
worst max register to register	wr_ptr[0]	mem[3][5]	7.06	3
worst min register to register	wr_ptr[3]	wr_ptr[3]	0.52	2
[logic make-up (layout without fill, tap and decap cells)]
family,after synthesis,after routing,share of synthesized area [%]
buffers and inverters,20,133,1.315
xor gates and xnor gates,9,9,0.7672
and+or+nand+nor,28,28,1.401
DFF,267,267,76.96
muxes,98,98,19.19
AOI/OAI and AO/OA,2,2,0.1218
adders and majority gates,2,2,0.2435
Power is estimated from default activity; no workload was simulated.
